### flow/design.v
module ALU #(
    parameter DATA_W = 32
)
(
    input                       i_clk,    
    input                       i_rst_n,  
    input                       i_valid,  
    input [DATA_W - 1 : 0]      i_A,      
    input [DATA_W - 1 : 0]      i_B,      
    input [         2 : 0]      i_inst,   
    output [2*DATA_W - 1 : 0]   o_data,   
    output                      o_done    
);
    parameter S_IDLE           = 2'd0;
    parameter S_ONE_CYCLE_OP   = 2'd1;
    parameter S_MULTI_CYCLE_OP = 2'd2;
    reg  [         1: 0] state, state_nxt;  
    reg  [  DATA_W-1: 0] operand_a, operand_a_nxt;
    reg  [  DATA_W-1: 0] operand_b, operand_b_nxt;
    reg  [         2: 0] inst, inst_nxt;
    reg  [         2*DATA_W-1:0] shift, shift_nxt;
    reg  [          4:0] counter, counter_nxt;
    reg  [         2*DATA_W-1:0] outcheck, outcheck_nxt;
    reg  output_done, output_done_nxt;
    assign o_data = shift;
    assign o_done = output_done;
    always @(*) begin
        if (i_valid) begin
            operand_a_nxt = i_A;
            operand_b_nxt = i_B;
            inst_nxt      = i_inst;
        end
        else begin
            operand_a_nxt = operand_a;
            operand_b_nxt = operand_b;
            inst_nxt      = inst;
        end
    end
    always @(*) begin
        case(state)
            S_IDLE           :begin
                if(i_valid) begin
                    if(i_inst==3'd6 |i_inst==3'd7)begin
                        state_nxt <= S_MULTI_CYCLE_OP;
                    end
                    else begin
                        state_nxt <= S_ONE_CYCLE_OP;
                    end
                end
                else begin
                    state_nxt <= S_IDLE;
                end
            end
            S_ONE_CYCLE_OP   :begin
                state_nxt <= S_IDLE;
            end
            S_MULTI_CYCLE_OP :begin
                state_nxt <= (counter == 5'd31)? S_IDLE : S_MULTI_CYCLE_OP;
            end
            default : state_nxt <= state;
        endcase
    end
    always @(posedge i_clk)begin
        case(state)
            S_MULTI_CYCLE_OP:begin
                    counter_nxt  = counter +5'd1 ;   
            end
            default:begin
                counter_nxt = 5'b00000;
            end
        endcase
    end
    always @(*)begin
        shift_nxt[2*DATA_W-1:0]=0;
        case(state)
            S_ONE_CYCLE_OP:begin
                case(inst)
                    3'd0:begin
                        outcheck[DATA_W-1:0] = operand_a + operand_b;
                        if (operand_a[DATA_W-1]^operand_b[DATA_W-1])begin
                            shift_nxt[DATA_W-1:0] = outcheck[DATA_W-1:0];
                        end
                        else begin
                            if (outcheck[DATA_W-1] == operand_a[DATA_W-1])begin
                                shift_nxt[DATA_W-1:0] = outcheck[DATA_W-1:0];
                            end
                            else begin
                                case(operand_a[DATA_W-1])
                                    0:shift_nxt[DATA_W-1:0] = 32'h7fffffff;
                                    1: shift_nxt[DATA_W-1:0] = 32'h80000000;
                                endcase 
                            end
                        end
                    end
                    3'd1:begin
                        outcheck[DATA_W-1:0] = operand_a - operand_b;
                            if (operand_a[DATA_W-1] ==operand_b[DATA_W-1])begin
                                shift_nxt[DATA_W-1:0] = outcheck[DATA_W-1:0];
                            end
                            else begin
                                if(operand_a[DATA_W-1]^outcheck[DATA_W-1])begin
                                case(outcheck[DATA_W-1])
                                    0:shift_nxt[DATA_W-1:0]=32'h80000000;
                                    1:shift_nxt[DATA_W-1:0] = 32'h7fffffff;
                                endcase 
                                end
                                else begin
                                    shift_nxt[DATA_W-1:0] = outcheck[DATA_W-1:0];
                                end
                            end
                    end
                    3'd2:begin
                        shift_nxt[DATA_W-1:0] = operand_a[DATA_W-1:0] & operand_b[DATA_W-1:0];
                    end
                    3'd3:begin
                        shift_nxt[DATA_W-1:0] = operand_a[DATA_W-1:0] | operand_b[DATA_W-1:0];
                    end
                    3'd4:begin
                        if(operand_a[DATA_W-1]==1 && operand_b[DATA_W-1]==0)begin
                            shift_nxt[DATA_W-1:0] = 1;
                        end
                        else if(operand_a[DATA_W-1]==0 && operand_b[DATA_W-1]==1)begin
                            shift_nxt[DATA_W-1:0]  = 0;
                        end
                        else begin
                            outcheck_nxt[DATA_W-1:0] = operand_a[DATA_W-1:0] -operand_b[DATA_W-1:0];
                            if  (outcheck_nxt[DATA_W-1]==1)begin
                              shift_nxt[DATA_W-1:0] =1;
                            end
                            else begin
                              shift_nxt[DATA_W-1:0] =0;
                            end
                        end
                    end
                    3'd5:begin
                      shift_nxt[DATA_W-1:0] = $signed(operand_a[DATA_W-1:0])>>>operand_b[DATA_W-1:0];
                    end
                    default: begin
                      shift_nxt[2*DATA_W-1:0] = 0;
                    end
                endcase 
            end
            S_MULTI_CYCLE_OP:begin
                case(inst)
                    3'd6:begin
                        if(counter==5'b00000)begin
                          shift_nxt[DATA_W-1:0] =operand_a[DATA_W-1:0];
                          if(shift_nxt[0]==0)begin
                            shift_nxt[2*DATA_W-1:0] = shift_nxt[2*DATA_W-1:0]>>1;
                          end
                          else begin
                            shift_nxt[2*DATA_W-1:0] = shift_nxt[2*DATA_W-1:0]>>1;
                            shift_nxt[2*DATA_W-1:DATA_W-1] = shift_nxt[2*DATA_W-1:DATA_W-1]+operand_b[DATA_W-1:0];
                          end
                        end
                        else begin
                            if(shift[0]==0)begin
                                shift_nxt[2*DATA_W-1:0] = shift[2*DATA_W-1:0]>>1;
                            end
                            else begin
                                shift_nxt[2*DATA_W-1:0] = shift[2*DATA_W-1:0];
                                shift_nxt[2*DATA_W-1:0] = shift_nxt[2*DATA_W-1:0]>>1; 
                                shift_nxt[2*DATA_W-1:DATA_W-1] = shift_nxt[2*DATA_W-1:DATA_W-1]+operand_b[DATA_W-1:0];
                            end
                        end
                    end
                    3'd7:begin
                        if(counter ==0)begin
                          shift_nxt[2*DATA_W-1:0] = operand_a[DATA_W-1:0]<<1;
                          if(shift_nxt[2*DATA_W-1:DATA_W]>=operand_b[DATA_W-1:0])begin
                            shift_nxt[2*DATA_W-1:DATA_W] = shift_nxt[2*DATA_W-1:DATA_W] - operand_b[DATA_W-1:0];
                            shift_nxt[2*DATA_W-1:0] = shift_nxt[2*DATA_W-1:0]<<1;
                            shift_nxt[0]=1;
                          end
                          else begin
                            shift_nxt[2*DATA_W-1:0] = shift_nxt[2*DATA_W-1:0]<<1;
                          end
                        end
                        else if (counter < DATA_W-1 && counter>0 )begin
                            if(shift[2*DATA_W-1:DATA_W]<operand_b[DATA_W-1:0])begin
                              shift_nxt[2*DATA_W-1:0] = shift[2*DATA_W-1:0]<<1;
                            end
                            else begin  
                              shift_nxt[2*DATA_W-1:0] = shift[2*DATA_W-1:0];
                              shift_nxt[2*DATA_W-1:DATA_W] = shift[2*DATA_W-1:DATA_W] - operand_b[DATA_W-1:0];
                              shift_nxt[2*DATA_W-1:0] = shift_nxt[2*DATA_W-1:0]<<1;
                              shift_nxt[0]=1;
                            end
                        end
                        else begin
                            if (shift[2*DATA_W-1:DATA_W]<operand_b[DATA_W-1:0])begin
                                shift_nxt[2*DATA_W-1:0]=shift[2*DATA_W-1:0];
                                shift_nxt[DATA_W-1:0] = shift[DATA_W-1:0]<<1;
                            end
                            else begin
                                shift_nxt[2*DATA_W-1:0] = shift[2*DATA_W-1:0];
                                shift_nxt[2*DATA_W-1:DATA_W] =shift[2*DATA_W-1:DATA_W] - operand_b[DATA_W-1:0];
                                shift_nxt[DATA_W-1:0] = shift_nxt[DATA_W-1:0]<<1;
                                shift_nxt[0]=1;
                            end
                        end
                    end
                    default: shift_nxt[2*DATA_W-1:0] = 0;
                endcase
            end
            default: shift_nxt[2*DATA_W-1:0]=0;
        endcase 
    end
    always @(*)begin
        case(state)
            S_IDLE :output_done_nxt =0;
            S_ONE_CYCLE_OP:output_done_nxt =1;
            S_MULTI_CYCLE_OP:begin
                if (counter == 5'd31)begin
                    output_done_nxt =1;
                end
                else begin
                    output_done_nxt =0;
                end
            end
            default: output_done_nxt=0;
        endcase
    end
    always @(posedge i_clk or negedge i_rst_n) begin
        if (!i_rst_n) begin
            state       <= S_IDLE;
            operand_a   <= 0;
            operand_b   <= 0;
            inst        <= 0;
            output_done <=0;
            counter     <=0;
            shift <=0;
        end
        else begin
            state       <= state_nxt;
            operand_a   <= operand_a_nxt;
            operand_b   <= operand_b_nxt;
            inst        <= inst_nxt;
            counter <= counter_nxt;
            output_done <=output_done_nxt;
            shift <= shift_nxt;
        end
    end
endmodule
### flow/run.sh
#!/bin/bash
# OpenROAD 26Q1-2900-gdf79404cd8, Yosys 0.63+post, stock flow scripts
make -C /OpenROAD-flow-scripts/flow DESIGN_CONFIG=/design/flow/config.mk WORK_HOME=/design/flow/orfs finish
### flow/config.mk
export PLATFORM = sky130hd
export DESIGN_NAME = ALU
export DESIGN_NICKNAME = ALU
export VERILOG_FILES = /design/flow/design.v
export SDC_FILE = /design/flow/constraint.sdc
export NUM_CORES = 4
export LEC_CHECK = 1
export CORE_UTILIZATION = 30
### flow/constraint.sdc
current_design ALU

set clk_period 17.7
set clk_io_pct 0.2

create_clock -name clk0 -period $clk_period [get_ports {i_clk}]

set non_clock_inputs [all_inputs -no_clocks]
set_input_delay [expr $clk_period * $clk_io_pct] -clock clk0 $non_clock_inputs
set_output_delay [expr $clk_period * $clk_io_pct] -clock clk0 [all_outputs]
==> flow_metrics.tcl <==
# place-and-route summary
set metrics [dict create \
    netlist-cell-type-count 80 \
    hpwl_um 62700 \
    ioPinCount 135 \
    route.met3.wl_um 7400 \
    swShare_pct 43.7 \
    cts_sinks 145 \
    finalSetupTns_ns 0 \
    drc 0 \
    cts_setup_buffers 0 \
    die_w_um 244 \
    power_frac_seq_pct 30.4 \
    finalMaxSlewViolations 0 \
    drive_above_1_share_pct 5.43 \
    final-instance-count-excl-fill 3213 \
    antenna_found_initial 5 \
    final_cell_mix "290 x a21oi_1, 273 x nand2_1, 262 x o21ai_0" \
    cts_hold_buf 0 \
    postSynthCellCount 2412 \
    first_global_vias 18100 \
    setup_viol 0 \
    crit_fanout 47 \
    p_leak_nw 8.39 \
    synth_area_mm2 0.0176 \
    ys_area_mm2 0.0176 \
    fp-utilization_pct 30.4 \
    synth-main-ff-cell "dfrtp_1" \
    num_rows 88 \
    grt-ovfl-total 0 \
    cts_root_buf "clkbuf_16" \
    syn_avg_cell_area_um2 7.29 \
    layout_top_cell "a21oi_1" \
    clock_latency_ns 0.51 \
    die_area_mm2 0.0596 \
    internal-power_mw 0.714 \
    yosys_warnings 1 \
    ys_async_sr_fraction_pct 96.6 \
    syn_to_final_growth_pct 14.3 \
    cts_max_level 4 \
    chipHeight_um 244 \
    pre_cts_slack_ns 11.33 \
    period_needed_ns 6.54 \
    gp_congestion 1.06 \
    cts_max_path_buffers 2 \
    drv_cap 0 \
    openroad.warnings 135 \
    vias 19100 \
    track_usage_pct 27.9 \
    clk_pin_slew_worst_paths_ns 0.07 \
    critical_path_required_ns 18.10 \
    grt_max_degree 71 \
    synth_flop_count 145 \
    switchingPower_mw 0.555 \
    routed_wl_um 82000 \
    ir_worst_vdd_v 0.0000784 \
    edf_count 0 \
    core_area_mm2 0.0578 \
    cp_data_arrival_time_ns 6.94 \
    hold_violations 0 \
    rsz0062_at_grt "no" \
    hp-class "reg -> reg" \
    period_used_pct 36.9 \
    wl_per_cell_um 25.5 \
    place_inst 3181 \
    ys_cells 2412 \
    wl_met1_um 35800 \
    path_class "reg -> reg" \
    io_buffers 134 \
    via_per_inst 5.94 \
    timing.fmax_ghz 0.153 \
    power.density_mw_per_mm2 63.1 \
    highest_layer "met5" \
    worst_slew_pin_slew_ns 0.981 \
    drt_pass1_iterations 6 \
    fin_util_pct 34.8 \
    cts_tree "yes" \
    drt_iter0_drc 1802 \
    n_antenna_cell 0 \
    clock_skew_ns 0.0181 \
    cts_inserted_buffers 17 \
    grt_pass1_wl_um 122000 \
    cp-start-kind "flip-flop" \
    finalWorstSetupSlack_ns 11.16 \
    outcome "complete, no violations" \
    cts_resized 0 \
    critPathCaptureType "flip-flop" \
    p_clk_share_pct 29.0 \
    yosys.stat.seqShare_pct 20.5 \
    wl_met2_um 35500 \
    p_comb_share_pct 40.6 \
    max_slew_margin_pct 33.8 \
    antenna_left 0 \
]
## registers in the layout (all words and copies together), names as in the netlist
signal       count
inst             3
output_done      1
shift           64
counter          5
operand_a       32
state            3
operand_b       32
counter_nxt      5
## worst paths after layout
| kind | end | slack [ns] | cells past startpoint | startpoint |
|---|---|---|---|---|
| worst max-delay path | shift[5] | 11.16 | 23 | operand_b[2] |
| worst min-delay path | counter[1] | 0.33 | 0 | counter_nxt[1] |
| max in group asynchronous | operand_b[1] | 13.52 | 2 | i_rst_n |
| worst min register to register | counter[1] | 0.33 | 0 | counter_nxt[1] |
| worst max register to register | shift[5] | 11.16 | 23 | operand_b[2] |
| min in group asynchronous | counter[1] | 2.98 | 1 | i_rst_n |
## layer usage
metal	up-vias	GRT usage, %
met5	-	0
met4	6	9.23
met3	158	6.43
met2	977	41.2
met1	9183	40.6
li1	8758	-
## synthesized netlist by cell type, types with 16 or more instances
library cell / count / share of area, %
mux2i_1: 37 / 2.1
inv_1: 126 / 2.7
nor2_1: 174 / 3.7
clkbuf_1: 149 / 3.2
o221ai_1: 16 / 0.80
nand3_1: 39 / 1.1
ha_1: 178 / 13
xor2_1: 21 / 1.0
o21ai_1: 19 / 0.54
a21oi_1: 290 / 8.2
nor3_1: 45 / 1.3
o31ai_1: 16 / 0.68
o21bai_1: 23 / 0.98
xnor2_1: 89 / 4.4
o22ai_1: 16 / 0.57
a21o_1: 44 / 1.9
nor2b_1: 18 / 0.64
o211ai_1: 40 / 1.7
a211oi_1: 48 / 2.0
a221oi_1: 23 / 1.1
dfrtp_1: 139 / 20
nand2_1: 273 / 5.8
a31oi_1: 35 / 1.2
o21ai_0: 262 / 7.5
nand2b_1: 17 / 0.60
## per-stage QoR
| stage | area (um2) | power, mW | hold slack [ns] |
|---|---|---|---|
| final | 20100 | 1.27 | 0.329 |
| after floorplan | 17600 | 0.707 | 0.316 |
| after CTS | 20100 | 1.26 | 0.329 |
| after global routing | 20100 | 1.33 | 0.336 |
| after global placement | 19600 | 0.897 | 0.317 |
| after detailed placement | 19600 | 0.891 | 0.320 |
## kinds of logic after synthesis
| logic type | synth area share [%] |
|---|---|
| compound gates | 32.9 |
| simple gates | 17.1 |
| buf+inv | 6.61 |
| fa+ha+maj | 13.2 |
| flops | 20.5 |
| xor+xnor | 5.48 |
| mux | 4.22 |
## critical path, cell delays in order (launching register included)
cell,delay (ns)
dfrtp_1,0.33
buf_4,0.40
inv_1,0.56
ha_1,0.62
inv_1,0.11
o221ai_1,0.31
a311oi_1,0.20
a221oi_1,0.32
buf_4,0.22
o2111ai_1,0.16
nand4b_1,0.14
nor3b_1,0.31
o21bai_1,0.11
a21o_1,0.21
a21oi_1,0.19
o21bai_1,0.10
fa_1,0.48
nor2_1,0.16
a211o_1,0.29
buf_4,0.35
a21oi_1,0.08
a2111oi_0,0.44
a21oi_1,0.14
a21o_1,0.16
## power groups by stage
stage	sequential (mW)	clock, mW	combinational [mW]
5_1_grt	0.387	0.384	0.557
6_report	0.386	0.368	0.515
4_1_cts	0.384	0.377	0.504
## area by class of cell
class	count	area, um2
fillers	6092	37700
multi-input cells	1964	12800
flip-flops and latches	145	3610
repair buffers	180	1690
well taps	765	957
inverters	127	477
clock buffers	19	433
clock inverters	13	115
No activity file was given, so power comes from the tool's default toggle rates.
